**design/flow/run.sh**
```bash
#!/bin/bash
# OpenROAD 26Q1-2900-gdf79404cd8, Yosys 0.63+post, stock flow scripts
make -C /OpenROAD-flow-scripts/flow DESIGN_CONFIG=/design/flow/config.mk WORK_HOME=/design/flow/orfs finish
```
**design/flow/config.mk**
```make
export PLATFORM = sky130hd
export DESIGN_NAME = ip_tile_fsm_bitwise_shifter
export DESIGN_NICKNAME = ip_tile_fsm_bitwise_shifter
export VERILOG_FILES = /design/flow/design.v
export SDC_FILE = /design/flow/constraint.sdc
export NUM_CORES = 4
export LEC_CHECK = 1
export CORE_UTILIZATION = 40
export SYNTH_HDL_FRONTEND = slang
```
**design/flow/constraint.sdc**
```tcl
current_design ip_tile_fsm_bitwise_shifter

set clk_period 4.6
set clk_io_pct 0.2

create_clock -name clk0 -period $clk_period [get_ports {clk}]

set non_clock_inputs [all_inputs -no_clocks]
set_input_delay [expr $clk_period * $clk_io_pct] -clock clk0 $non_clock_inputs
set_output_delay [expr $clk_period * $clk_io_pct] -clock clk0 [all_outputs]
```
**design/flow/design.v**
```verilog
`timescale 1ns / 1ps
interface interface_ip_tile(input logic clk, input logic arst_n);
parameter CSR_IN_WIDTH = 16;
parameter CSR_OUT_WIDTH = 16;
parameter REG_WIDTH = 32;
bit [CSR_IN_WIDTH - 1 : 0] csr_in;
bit [REG_WIDTH - 1 : 0] data_reg_a;
bit [REG_WIDTH - 1 : 0] data_reg_b;
logic [CSR_OUT_WIDTH - 1 : 0] csr_out;
logic csr_in_re;
logic csr_out_we;
logic [REG_WIDTH - 1 : 0] data_reg_c;
logic [CSR_OUT_WIDTH - 1 : 0] csr_out_r;
bit csr_in_we;
bit [CSR_IN_WIDTH - 1 : 0] csr_in_wdata;
bit csr_out_re;
modport user_tile_modport(
	input csr_in, data_reg_a, data_reg_b,
	output csr_in_re, csr_out, csr_out_we, data_reg_c
);
task write_data_reg_a(logic [REG_WIDTH - 1 : 0] data);
	@(posedge clk);
	data_reg_a <= data;
endtask
task write_data_reg_b(logic [REG_WIDTH - 1 : 0] data);
	@(posedge clk);
	data_reg_b <= data;
endtask
function logic [REG_WIDTH - 1 : 0] read_data_reg_c();
	return data_reg_c;
endfunction
task read_csr_out(output logic [CSR_OUT_WIDTH - 1 : 0] csr_out_data);
	csr_out_data <= csr_out_r;
	csr_out_re <= 1'b1;
	@(posedge clk);
	csr_out_re <= 1'b0;
endtask
task write_csr_in(logic [CSR_IN_WIDTH - 1 : 0] csr_in_data);
	csr_in_wdata <= csr_in_data;
	csr_in_we <= 1'b1;
	@(posedge clk);
	csr_in_we <= 1'b0;
endtask
always_ff@(posedge clk, negedge arst_n) begin
	if(!arst_n) begin
		csr_out_r <= {CSR_OUT_WIDTH{1'b0}};
	end else begin
	if(csr_out_we)  
	csr_out_r <= csr_out;
	else if(csr_out_re)
	csr_out_r[3 : 0] <= 4'd0;  
	end
end
always@(posedge clk, negedge arst_n) begin
	if(~arst_n) begin
	csr_in <= {CSR_IN_WIDTH{1'b0}};
	end else begin
	csr_in[CSR_IN_WIDTH - 1 : CSR_IN_WIDTH - 4] <= 4'd0;  
	if(csr_in_we)  
	csr_in <= csr_in_wdata;
	else if(csr_in_re)
	csr_in[3 : 0] <= 4'd0;  
	end
end
endinterface
`timescale 1ns / 1ps
module ip_tile_fsm_bitwise_shifter #(
parameter REG_WIDTH = 32,
parameter CSR_IN_WIDTH = 16,
parameter CSR_OUT_WIDTH = 16)
(
input wire clk,
input wire arst_n,
input wire [CSR_IN_WIDTH-1:0] csr_in,
input wire  [REG_WIDTH - 1:0] data_reg_a,
input wire  [REG_WIDTH - 1:0] data_reg_b,
output wire [REG_WIDTH - 1:0] data_reg_c,
output wire [CSR_OUT_WIDTH-1:0] csr_out,
output wire csr_in_re,
output wire csr_out_we
);
reg [1:0] state_reg, state_nxt;  
reg [4:0] shift_counter;  
reg [REG_WIDTH - 1:0] data_input_r;  
reg [REG_WIDTH - 1:0] shifting_result_r;  
reg csr_in_re_r;  
reg csr_out_we_r;  
wire busy;  
wire done;  
reg [4:0] shift_amount_r;  
reg use_reg_a, use_reg_b;  
reg shift_left_r, shift_right_r;  
localparam IDLE  = 2'b00,
           LOAD  = 2'b01,
           SHIFT = 2'b10,
           DONE  = 2'b11;              
always @(*) begin
    case (state_reg)
        IDLE:  state_nxt = csr_in[15] ? LOAD : IDLE;  
        LOAD:  state_nxt = SHIFT;  
        SHIFT: state_nxt = (shift_counter == shift_amount_r) ? DONE : SHIFT;  
        DONE:  state_nxt = IDLE;  
        default: state_nxt = IDLE;
    endcase
end
always @(posedge clk or negedge arst_n) begin
    if (!arst_n) begin
        state_reg       <= IDLE;
        shift_counter   <= 5'd0;
        data_input_r        <= {REG_WIDTH{1'b0}};
        shifting_result_r <= {REG_WIDTH{1'b0}};
        csr_in_re_r <= 1'b0;
        csr_out_we_r <= 1'b0;
        shift_amount_r <= 5'd0;
        use_reg_a <= 1'b0;
        use_reg_b <= 1'b0;
        shift_left_r <= 1'b0;
        shift_right_r <= 1'b0;
    end else begin
        state_reg <= state_nxt;
        csr_out_we_r <= 1'b0;
        csr_in_re_r <= 1'b0;
        case (state_reg)
            IDLE: begin
                if(csr_in[15]) begin  
                    shift_amount_r <= (csr_in[8:4] > REG_WIDTH) ? REG_WIDTH[4:0] : csr_in[8:4];
                    use_reg_a <= csr_in[0];
                    use_reg_b <= csr_in[1];
                    shift_left_r <= csr_in[3];
                    shift_right_r <= csr_in[2];
                    csr_in_re_r <= 1'b1;  
                    shift_counter <= 5'd0;  
                    shifting_result_r <= {REG_WIDTH{1'b0}};   
                end
            end
            LOAD: begin
                if (use_reg_a) begin
                    data_input_r <= data_reg_a;  
                end else if (use_reg_b) begin
                    data_input_r <= data_reg_b;  
                end else
                    data_input_r <= {REG_WIDTH{1'b0}};   
            end
            SHIFT: begin
                csr_out_we_r <= 1'b1;  
                shift_counter <= shift_counter + 1;  
                if (shift_left_r) begin
                    shifting_result_r <= {shifting_result_r[REG_WIDTH-2:0], data_input_r[REG_WIDTH-1]};   
                    data_input_r        <= {data_input_r[REG_WIDTH-2:0], 1'b0};   
                end else if (shift_right_r) begin
                    shifting_result_r <= {data_input_r[0], shifting_result_r[REG_WIDTH-1:1]};   
                    data_input_r        <= {1'b0, data_input_r[REG_WIDTH-1:1]};   
                end
            end
            DONE: begin
                csr_out_we_r <= 1'b1;  
            end
            default: begin                         
            end
        endcase
    end
end
assign busy = (state_reg == SHIFT);  
assign done = (state_reg == DONE);   
assign csr_out_we = csr_out_we_r;  
assign csr_out = {busy, 14'd0, done};  
assign data_reg_c = shifting_result_r;  
assign csr_in_re = csr_in_re_r;  
endmodule
```
==> results.json <==
{
  "cpPeakStageDelay_ns": 0.71,
  "first_iter_violations": 191,
  "ys_cells": 482,
  "ir_drop_mv": 0.221,
  "clock_tree.root_cell": "clkbuf_16",
  "post_synthesis_cell_count": 482,
  "cts.htree.levels": 3,
  "detailroute.via_count": 3852,
  "detail_route.wl_per_cell_um": 15.3,
  "busiest_layer": "met1",
  "worst_path_dominant_cell_family": "flip-flops",
  "min_path_cells": 1,
  "cts-root-to-sink-buffers": 2,
  "critical_path.reg2reg.endpoint": "data_input_r[20]",
  "postCtsSetupRepairBufs": 0,
  "grt_pass1_vias": 3625,
  "finalInstanceArea_um2": 6530,
  "gpl.final_weighted_congestion": 0.789,
  "synth.cell_area_um2": 5120,
  "arrival_ns": 1.58,
  "finalHoldViolCount": 0,
  "finalCoreUtilization_pct": 53.2,
  "power_per_cell_area_nw_per_um2": 244,
  "final.period_utilization_pct": 54.4,
  "grtUsageTotal_pct": 17.7,
  "hold_path.startpoint": "state_reg[3]",
  "grt.met3_usage_pct": 3.11,
  "timing.hold.worst.class": "reg -> reg",
  "detail_route.first_pass.iterations": 4,
  "post_cts_resize_count": 0,
  "crit_type": "reg -> out",
  "n_antenna_cell": 0,
  "crit_chain": "clkdlybuf4s50_1",
  "worst_clock_skew_ns": 0.00786,
  "worstPathRequired_ns": 3.68,
  "drc": 0,
  "p_leak_nw": 2.77,
  "yosys.stat.seqShare_pct": 40.6,
  "synth.yosys.warnings": 0,
  "total_power_mw": 1.59,
  "worst_reg2reg_path_length_in_cells": 4,
  "fp.dieH_um": 115,
  "tritoncts": "done",
  "cp_num_buf_inv": 1,
  "clock_latency_ns": 0.33,
  "clk_transition_reported_paths_ns": 0.06,
  "die_w_um": 115,
  "synth.yosys.chip_area_um2": 5120,
  "place_area_um2": 6200,
  "groute.layer.met2.usage_pct": 26.9,
  "crit_path_end_kind": "output pin",
  "comb_cell_area_um2": 2730,
  "ys.flop_type": "dfrtp_1",
  "worst-path-max-fanout": 41,
  "detailedPlacementHpwl_mm": 7.27,
  "timing_worst_slew_pin_value_ns": 0.797,
  "ios": 132,
  "wl_mm": 11.3,
  "antenna_violating_nets_post_route": 0,
  "via_cell_ratio": 5.25,
  "log.warning_count": 31,
  "synthesis.area_per_instance_um2": 10.6,
  "synth_flop_count": 83,
  "fp.coreArea_um2": 12300,
  "yosysUniqueCellTypes": 35,
  "synthToLayoutAreaGrowth_pct": 27.4,
  "synth_async_sr_flop_share_pct": 100,
  "grt_antenna_before_repair": 0,
  "edf_count": 0,
  "maximum_number_of_pins_on_one_net_before_global_route_repair": 70,
  "finalSetupViolCount": 0,
  "critPathLaunchType": "register",
  "upper_clock_frequency_limit_mhz": 400,
  "cts_buffers": 9,
  "chip_area_um2": 13300,
  "final.fill_count": 1064,
  "run_status": "complete, no violations",
  "grt_setup_unrepaired": "no",
  "min_period_ns": 2.50,
  "worstReg2RegStart": "state_reg[1]",
  "io_buffer_count": 111,
  "maxSlewHeadroom_pct": 46.7,
  "setup-tns-final_ns": 0,
  "worst-path-stages": 1,
  "regArea_um2": 2090,
  "rows": 40,
  "reg2reg_setup_slack_ns": 2.17,
  "critical_path_cell_with_the_highest_stage_delay": "dfrtp_4",
  "slew_viol_final": 0,
  "drive_above_1_share_pct": 18.0,
  "grt_overflow_total": 0,
  "global_route.usage.met1_pct": 28.3,
  "drv_cap": 0,
  "grt_pass1_wl_mm": 18.3,
  "cts_sinks": 83,
  "whs_endpoint": "state_reg[0]",
  "floorplanUtilization_pct": 41.8,
  "cts_hold_buf": 0
}
synth_stat cells (3+ instances only):
library cell	n	share of area [%]
xor2_1	5	0.85
a21o_1	3	0.44
o21ai_0	35	3.4
nand2_1	37	2.7
buf_2	13	1.3
nand3b_1	32	4.7
o31ai_1	32	4.7
mux2_2	43	9.5
nor3_1	3	0.29
buf_4	20	2.9
a21oi_1	31	3.0
buf_6	7	1.5
mux2i_1	33	6.4
dfrtp_1	82	40
mux2_4	28	8.2
clkbuf_1	24	1.8
a22oi_1	30	4.4
metal layers:
metal  share of wire (%)  vias to the layer above
met5                   0                        -
met4                 1.1                        0
met3                 4.8                        9
met2                  44                       88
met1                  50                     1846
li1                    -                     1909
how the worst max path moves through the flow:
stage       startpoint           to  slack, ns
4_1_cts   state_reg[1]  csr_out[15]       2.07
5_1_grt   state_reg[1]  csr_out[15]       2.03
6_report  state_reg[1]  csr_out[15]       2.10
per-stage QoR:
| stage | setup slack, ns | hold WS (ns) | cells |
|---|---|---|---|
| 4_1_cts | 2.07 | 0.516 | 734 |
| 5_1_grt | 2.03 | 0.541 | 734 |
| 2_1_floorplan | 2.81 | 0.451 | 495 |
| 3_5_place_dp | 2.08 | 0.485 | 718 |
| 6_report | 2.10 | 0.514 | 734 |
| 3_3_place_gp | 2.13 | 0.489 | 718 |
cell usage in the layout (no fill, tap or decap), types with 5 or more instances in the layout:
cell	n
buf_4	9
mux2_2	43
mux2_4	28
nand2_1	37
xor2_1	5
mux2i_1	32
dfrtp_1	80
a22oi_1	30
o21ai_0	35
a21oi_1	31
clkbuf_16	9
clkdlybuf4s50_1	110
nand3b_1	32
conb_1	14
o31ai_1	32
cells by family (layout without fill, tap and decap cells):
| kind of cell | after synthesis | in the layout | share of synthesized area (%) |
|---|---|---|---|
| fa+ha+maj | 1 | 1 | 0.244 |
| simple gates | 85 | 85 | 9.45 |
| compound gates | 138 | 138 | 17.1 |
| xor+xnor | 5 | 5 | 0.855 |
| flops | 83 | 83 | 40.6 |
| buf+inv | 65 | 136 | 7.57 |
| mux | 104 | 104 | 24.1 |
| other cells | 1 | 14 | 0.0732 |
final cells by class:
type                            instances  area share, %
Clock buffer                           12           3.93
Clock inverter                          4           1.11
Inverter                                1         0.0575
Multi-Input combinational cell        347           41.8
Sequential cell                        83           32.0
Tap cell                              168           3.22
Timing Repair Buffer                  119           17.9
where the power goes:
| part | switching [mW] | internal [mW] |
|---|---|---|
| clock network | 0.276 | 0.504 |
| registers | 0 | 0.730 |
| logic | 0.0239 | 0.0557 |
| total | 0.300 | 1.29 |
No activity file was given, so power comes from the tool's default toggle rates.
