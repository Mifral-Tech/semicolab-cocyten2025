### /design/flow/design.v
`timescale 1ns / 1ps
interface interface_ip_tile(input logic clk, input logic arst_n);
parameter CSR_IN_WIDTH = 16;
parameter CSR_OUT_WIDTH = 16;
parameter REG_WIDTH = 32;
bit [CSR_IN_WIDTH - 1 : 0] csr_in;
bit [REG_WIDTH - 1 : 0] data_reg_a;
bit [REG_WIDTH - 1 : 0] data_reg_b;
logic [CSR_OUT_WIDTH - 1 : 0] csr_out;
logic csr_in_re;
logic csr_out_we;
logic [REG_WIDTH - 1 : 0] data_reg_c;
logic [CSR_OUT_WIDTH - 1 : 0] csr_out_r;
bit csr_in_we;
bit [CSR_IN_WIDTH - 1 : 0] csr_in_wdata;
bit csr_out_re;
modport user_tile_modport(
	input csr_in, data_reg_a, data_reg_b,
	output csr_in_re, csr_out, csr_out_we, data_reg_c
);
task write_data_reg_a(logic [REG_WIDTH - 1 : 0] data);
	@(posedge clk);
	data_reg_a <= data;
endtask
task write_data_reg_b(logic [REG_WIDTH - 1 : 0] data);
	@(posedge clk);
	data_reg_b <= data;
endtask
function logic [REG_WIDTH - 1 : 0] read_data_reg_c();
	return data_reg_c;
endfunction
task read_csr_out(output logic [CSR_OUT_WIDTH - 1 : 0] csr_out_data);
	csr_out_data <= csr_out_r;
	csr_out_re <= 1'b1;
	@(posedge clk);
	csr_out_re <= 1'b0;
endtask
task write_csr_in(logic [CSR_IN_WIDTH - 1 : 0] csr_in_data);
	csr_in_wdata <= csr_in_data;
	csr_in_we <= 1'b1;
	@(posedge clk);
	csr_in_we <= 1'b0;
endtask
always_ff@(posedge clk, negedge arst_n) begin
	if(!arst_n) begin
		csr_out_r <= {CSR_OUT_WIDTH{1'b0}};
	end else begin
	if(csr_out_we)  
	csr_out_r <= csr_out;
	else if(csr_out_re)
	csr_out_r[3 : 0] <= 4'd0;  
	end
end
always@(posedge clk, negedge arst_n) begin
	if(~arst_n) begin
	csr_in <= {CSR_IN_WIDTH{1'b0}};
	end else begin
	csr_in[CSR_IN_WIDTH - 1 : CSR_IN_WIDTH - 4] <= 4'd0;  
	if(csr_in_we)  
	csr_in <= csr_in_wdata;
	else if(csr_in_re)
	csr_in[3 : 0] <= 4'd0;  
	end
end
endinterface
`timescale 1ns / 1ps
module ip_tile_alu_8bit_16op #(
parameter REG_WIDTH = 32,
parameter CSR_IN_WIDTH = 16,
parameter CSR_OUT_WIDTH = 16)
(
input wire clk,
input wire arst_n,
input wire [CSR_IN_WIDTH-1:0] csr_in,
input wire  [REG_WIDTH - 1:0] data_reg_a,
input wire  [REG_WIDTH - 1:0] data_reg_b,
output wire [REG_WIDTH - 1:0] data_reg_c,
output wire [CSR_OUT_WIDTH-1:0] csr_out,
output wire csr_in_re,
output wire csr_out_we
    );    
localparam ADD  = 4'b0000,
           SUB  = 4'b0001,
           MUL  = 4'b0010,
           DIV  = 4'b0011,
           AND  = 4'b0100,
           OR   = 4'b0101,
           NOT  = 4'b0110,
           XOR  = 4'b0111,
           XNOR = 4'b1000,
           LEFT_SHIFT  = 4'b1001,
           RIGHT_SHIFT = 4'b1010,
           INCREMENT  = 4'b1011,
           DECREMENT  = 4'b1100,
           INVERSE_SUB = 4'b1101,
           AR_RIGHT_SHIFT_A = 4'b1110,
           AR_RIGHT_SHIFT_B = 4'b1111;
wire [3:0] alu_op = data_reg_a[31:28];
wire [7:0] operand_a = data_reg_a[7:0];
wire [7:0] operand_b = data_reg_b[7:0];
wire [3:0] flags;
wire [15:0] full_mult;
wire [15:0] full_sum;
wire zero_division;
wire mult_overflow;
wire sum_overflow;
wire result_zero;
reg [7:0] data_reg_c_r;
reg csr_out_we_reg;
reg csr_in_re_reg;
always @(*) begin
    csr_in_re_reg   = 1'b0;
    csr_out_we_reg  = 1'b0;
    data_reg_c_r    = 8'd0;        
    case(alu_op)
        ADD: data_reg_c_r  = operand_a + operand_b;
        SUB: data_reg_c_r  = operand_a - operand_b;
        MUL: data_reg_c_r  = operand_a * operand_b;
        DIV: begin
            if(operand_b == 0)
                data_reg_c_r = 8'b11111111;
            else 
                data_reg_c_r = operand_a / operand_b;
        end         
        AND: data_reg_c_r  = operand_a & operand_b;
        OR:  data_reg_c_r  = operand_a | operand_b;
        NOT: data_reg_c_r  = ~operand_a;
        XOR: data_reg_c_r  = operand_a ^ operand_b;
        XNOR: data_reg_c_r = ~(operand_a ^ operand_b) ;
        LEFT_SHIFT: data_reg_c_r = operand_a << 1;
        RIGHT_SHIFT: data_reg_c_r = operand_a >> 1;
        INCREMENT: data_reg_c_r = operand_a + 1;
        DECREMENT: data_reg_c_r = operand_a - 1;
        INVERSE_SUB: data_reg_c_r = (operand_b - operand_a);
        AR_RIGHT_SHIFT_A: data_reg_c_r = operand_a >>> 1 ;
        AR_RIGHT_SHIFT_B: data_reg_c_r = operand_b >>> 1 ;
        default: data_reg_c_r = 8'd0;
    endcase
end
assign full_sum = operand_a + operand_b;  
assign full_mult = operand_a * operand_b;  
assign sum_overflow = |(full_sum[15:8]) && (alu_op == ADD);  
assign mult_overflow = |(full_mult[15:8]) && (alu_op == MUL);  
assign zero_division = (operand_b == 0) && (alu_op == DIV);  
assign result_zero = (data_reg_c_r == 0);  
assign csr_out_we = csr_out_we_reg;
assign csr_in_re = csr_in_re_reg;    
assign flags = {mult_overflow, sum_overflow, zero_division, result_zero};
assign data_reg_c = {flags, 20'd0, data_reg_c_r}; 
endmodule
### /design/flow/run.sh
#!/bin/bash
# OpenROAD 26Q1-2900-gdf79404cd8, Yosys 0.63+post, stock flow scripts
make -C /OpenROAD-flow-scripts/flow DESIGN_CONFIG=/design/flow/config.mk WORK_HOME=/design/flow/orfs finish
### /design/flow/config.mk
export PLATFORM = sky130hd
export DESIGN_NAME = ip_tile_alu_8bit_16op
export DESIGN_NICKNAME = ip_tile_alu_8bit_16op
export VERILOG_FILES = /design/flow/design.v
export SDC_FILE = /design/flow/constraint.sdc
export NUM_CORES = 4
export LEC_CHECK = 1
export CORE_UTILIZATION = 50
export SYNTH_HDL_FRONTEND = slang
### /design/flow/constraint.sdc
current_design ip_tile_alu_8bit_16op

set clk_period 16.6
set clk_io_pct 0.2

create_clock -name clk0 -period $clk_period

set non_clock_inputs [all_inputs -no_clocks]
set_input_delay [expr $clk_period * $clk_io_pct] -clock clk0 $non_clock_inputs
set_output_delay [expr $clk_period * $clk_io_pct] -clock clk0 [all_outputs]
==> flow_summary.toml <==
# synthesis and place-and-route metrics
[outcome]
status = "completed"

[routing]
via_per_inst = 5.93
post-route-drc-count = 0
wl_per_cell_um = 18.1
drt-pass1-iter-count = 5
num_vias = 6131
diodes = 0
drt-initial-drc-count = 463
antenna_left = 0
totalWireLength_um = 18800

[timing]
setup_viol = 0
timing.fmax_mhz = 61.7
whs_ns = 7.69
drv_slew = 0
finalCriticalPeriod_ns = 16.21
worst_slack_ns = 0.395
timing.final.hold_violations = 0
finalCritPeriodShare_pct = 97.6
slew_headroom_pct = 51.1
tightest_slew_ns = 0.727

[setup_path]
crit_slowest_cell = "clkdlybuf4s50_1"
criticalPathCategory = "in -> out"
cp.arrival_ns = 12.89
worstPathMaxFanout = 7
critPathRequiredTime_ns = 13.28
cp_slowest_stage_delay_ns = 0.43
setup.worst_path.end_class = "output pin"
start_kind = "primary input"
path_common_cell = "ha_1"

[yosys]
syn_inst = 796
post-synth-top-area-fraction_pct = 22.6
avgSynthCellArea_um2 = 7.45
ys.warnings.count = 16
yosys_area_mm2 = 0.00593
ys_seq_share_pct = 0
yosys_cells = 796
topCellsByArea = "ha_1 23%, fa_1 13%, nor2_1 6.0%, buf_4 5.4%, inv_1 4.4%"
synth_area_mm2 = 0.00593
synthDistinctLibCells = 76
post-synth-top-area-cell = "ha_1"

[finish]
comb_area_mm2 = 0.00565
mostFrequentLayoutCells = "96 x ha_1, 94 x buf_4, 92 x nor2_1, 68 x inv_1, 41 x nand2_1"
stdcell_count = 1034
numSequentialCells = 0
clkbuf_count = 0
layout-drive-gt1-share_pct = 18.9
final_area_mm2 = 0.00720
lay_top_count = "ha_1"
utilization_pct = 62.8
flop_area_um2 = 0
filler_cell_count = 976
syn_to_final_growth_pct = 21.3

[global_routing]
grt_pass1_wl_um = 30400
grt_pass1_vias = 5753
grt_use_total_pct = 31.8
grt-ovfl-total = 0
grt_max_degree = 54
antenna_found_initial = 0

[flow_run]
cap_violations = 0
warning_count = 108

[placed_design]
gp_congestion = 0.986
hpwlAfterDp_um = 14100
place_area_mm2 = 0.00674
dp_slack_ns = -0.886
port_buffers = 32
dp.cells = 1016

[power_and_ir_drop]
ir_worst_vdd_v = 0.0000470
power_density_mw_per_mm2 = 54.6
leakagePower_uw = 0.00344

[floorplan]
die_y_um = 111
rows = 39
core_mm2 = 0.0115
ioPinCount = 132
chip_area_mm2 = 0.0123
die_w_um = 111
initCoreUtil_pct = 51.7

[min_path]
hold_path_class = "in -> out"
holdPathEnd = "data_reg_c[29]"
hold_path.startpoint = "data_reg_b[2]"
hold-path-cell-count = 7

[clock_tree]
postCtsHoldBufs = 0
-- logic make-up after synthesis --
kind of cell | count (synthesis) | synth area share, %
compound gates | 204 | 23.5
xor+xnor | 31 | 4.58
fa+ha+maj | 145 | 35.4
buf+inv | 153 | 12.6
mux | 23 | 4.35
other cells | 1 | 0.0632
simple gates | 239 | 19.5
-- report_power, final --
part           leakage, uW  total, uW  switching, uW  internal, uW
logic              0.00344        393            214           179
clock network            0          0              0             0
registers                0          0              0             0
-- synth_stat cells (12+ instances only) --
library cell	count
ha_1	107
nor2_1	95
inv_1	69
buf_4	43
a21oi_1	42
nand2_1	42
o21ai_0	39
fa_1	38
xnor2_1	20
clkbuf_1	17
nor3_1	17
nand2b_1	16
o21a_1	13
a31oi_1	12
mux2_2	12
nand3_1	12
-- cell type report --
type | instances | area share (%)
Multi-Input combinational cell | 680 | 78.5
Timing Repair Buffer | 130 | 14.8
Inverter | 81 | 4.22
Tap cell | 143 | 2.49
-- routing by layer --
layer / wire, um / GRT usage (%)
met1: 8760 / 47.3
met2: 8280 / 50.1
met3: 1290 / 4.85
met4: 427 / 5.51
met5: 0 / 0
-- critical path, delay by kind of cell --
| kind | cells | cell delay (ns) |
|---|---|---|
| compound gates | 19 | 3.57 |
| fa+ha+maj | 8 | 2.03 |
| simple gates | 8 | 1.60 |
| mux | 4 | 1.35 |
| buf+inv | 5 | 1.00 |
-- what timing repair did --
item,4_1_cts,5_1_grt
gates resized,42,35
buffers inserted,12,6
pin swaps,23,31
setup endpoints to repair,2,2
-- metrics by stage --
| stage | TNS, ns | power, uW |
|---|---|---|
| 2_1_floorplan | 0 | 266 |
| 3_3_place_gp | -1.37 | 357 |
| 3_5_place_dp | -1.55 | 365 |
| 4_1_cts | 0 | 382 |
| 5_1_grt | -0.0654 | 445 |
| 6_report | 0 | 393 |
-- how the worst max path moves through the flow --
stage / to / from / depth (start not counted)
4_1_cts: data_reg_c[28] / data_reg_b[2] / 50
5_1_grt: data_reg_c[28] / data_reg_b[5] / 52
6_report: data_reg_c[28] / data_reg_a[7] / 44
Power is estimated from default activity; no workload was simulated.
